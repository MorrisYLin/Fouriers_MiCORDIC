[flow/run.sh]
#!/bin/bash
# OpenROAD 26Q1-2900-gdf79404cd8, Yosys 0.63+post, stock flow scripts
make -C /OpenROAD-flow-scripts/flow DESIGN_CONFIG=/design/flow/config.mk WORK_HOME=/design/flow/orfs finish
[flow/config.mk]
export PLATFORM = sky130hd
export DESIGN_NAME = butterfly_comb
export DESIGN_NICKNAME = butterfly_comb
export VERILOG_FILES = /design/flow/design.v
export SDC_FILE = /design/flow/constraint.sdc
export NUM_CORES = 4
export LEC_CHECK = 1
export CORE_UTILIZATION = 40
[flow/constraint.sdc]
current_design butterfly_comb

set clk_period 29.7
set clk_io_pct 0.2

create_clock -name clk0 -period $clk_period

set non_clock_inputs [all_inputs -no_clocks]
set_input_delay [expr $clk_period * $clk_io_pct] -clock clk0 $non_clock_inputs
set_output_delay [expr $clk_period * $clk_io_pct] -clock clk0 [all_outputs]
[flow/design.v]
module butterfly_comb #(
    parameter DATA_WIDTH = 16,
    parameter FRAC_BITS  = 15
) (
    input  signed [1:0][FRAC_BITS+1:0]    twid_i,
    input  signed [1:0][DATA_WIDTH-1:0]   a_i,
    input  signed [1:0][DATA_WIDTH-1:0]   b_i,
    output signed [1:0][DATA_WIDTH-1:0]   a_o,
    output signed [1:0][DATA_WIDTH-1:0]   b_o
);
    localparam MUL_W = 2 * DATA_WIDTH;
    wire signed [MUL_W-1:0] rr = b_i[0] * twid_i[0];
    wire signed [MUL_W-1:0] ii = b_i[1] * twid_i[1];
    wire signed [MUL_W-1:0] ri = b_i[0] * twid_i[1];
    wire signed [MUL_W-1:0] ir = b_i[1] * twid_i[0];
    wire signed [MUL_W:0] rot_re_full = rr - ii;
    wire signed [MUL_W:0] rot_im_full = ri + ir;
    wire signed [DATA_WIDTH-1:0] b_rot_re = rot_re_full >>> FRAC_BITS;
    wire signed [DATA_WIDTH-1:0] b_rot_im = rot_im_full >>> FRAC_BITS;
    wire signed [1:0][DATA_WIDTH:0] a_sum;
    wire signed [1:0][DATA_WIDTH:0] b_sum;
    assign a_sum[0] = a_i[0] + b_rot_re;
    assign a_sum[1] = a_i[1] + b_rot_im;
    assign b_sum[0] = a_i[0] - b_rot_re;
    assign b_sum[1] = a_i[1] - b_rot_im;
    assign a_o[0] = a_sum[0] [DATA_WIDTH:1];
    assign a_o[1] = a_sum[1] [DATA_WIDTH:1];
    assign b_o[0] = b_sum[0] [DATA_WIDTH:1];
    assign b_o[1] = b_sum[1] [DATA_WIDTH:1];
endmodule
==> results.sh <==
# implementation run metrics
export IMPL_coreArea_um2=93300
export IMPL_vias=26154
export IMPL_synth_distinct_cells=70
export IMPL_wl_mm=85.3
export IMPL_min_to="b_o[31]"
export IMPL_openroad_warnings=66
export IMPL_ioPinCount=162
export IMPL_top_area_frac=0.499
export IMPL_antennaDiodeCount=0
export IMPL_crit_type="in2out"
export IMPL_synth_most_common_cell="inv_1"
export IMPL_timing_hold_ws_ps=12950
export IMPL_die_area_um2=95500
export IMPL_timing_final_crit_period_ps=21970
export IMPL_grt_max_degree=36
export IMPL_dp_slack_ps=7700
export IMPL_grtUsageTotal=0.206
export IMPL_fp_dieW_um=309
export IMPL_arrival_ps=16030
export IMPL_largest_area_cell="fa_1"
export IMPL_postCtsSetupBuffers=0
export IMPL_yosys_stat_seqShare=0
export IMPL_design_seq_count=0
export IMPL_crit_top_cell="fa_1"
export IMPL_hold_viol=0
export IMPL_vias_per_cell=4.74
export IMPL_yosys_warnings=0
export IMPL_dp_cells=5516
export IMPL_synthCells=4244
export IMPL_dp_hpwl_mm=65.9
export IMPL_hold_path_depth=4
export IMPL_status="finished, final reports clean"
export IMPL_cts_repair_resized=0
export IMPL_yosysCellCount=4244
export IMPL_gr_total_overflow=0
export IMPL_worst_pin_slew_ps=774
export IMPL_setup_viol=0
export IMPL_drive_gt1_frac=0.0214
export IMPL_gp_congestion=0.873
export IMPL_mux_share=0
export IMPL_path_max_fanout=17
export IMPL_syn2layout_area_growth_pct=7.70
export IMPL_xor_share=0.0274
export IMPL_port_buffers=162
export IMPL_avgSynthCellArea_um2=8.89
export IMPL_ys_area_um2=37700
export IMPL_die_h_um=309
export IMPL_fp_util=0.404
export IMPL_cpMaxStageDelayCell="clkdlybuf4s50_1"
export IMPL_synthSimpleGateAreaFrac=0.168
export IMPL_hold_path_startpoint="a_i[31]"
export IMPL_hp_class="in2out"
export IMPL_tns_ps=0
export IMPL_routedWlPerCell_um=15.5
export IMPL_row_count=112
export IMPL_critical_path_top_delay_family="adder cells"
export IMPL_syn_area_um2=37700
export IMPL_nClkBuffers=0
export IMPL_flop_area_um2=0
export IMPL_drv_slew=0
export IMPL_crit_buf_inv=4
export IMPL_antenna_left=0
export IMPL_maxCapViolCount=0
export IMPL_fin_crit_sh=0.740
export IMPL_fin_ws_ps=7730
export IMPL_cp_end_kind="output pin"
export IMPL_drtIter0Drc=883
export IMPL_drc_errors=0
export IMPL_ys_sh_aoi=0.0351
export IMPL_top_cells_by_count="inv_1 (1109), fa_1 (940), and2_1 (568)"
export IMPL_area_leaders="fa_1 (50%), ha_1 (14%), inv_1 (11%)"
export IMPL_drtPass1Iterations=5
export IMPL_critPathRequiredTime_ps=23760
export IMPL_max_clock_freq_mhz=45.5
export IMPL_rsz0062_at_grt="false"
export IMPL_synth_logic_top_family="adder cells"
export IMPL_worst_setup_path_start_kind="input port"
export IMPL_first_global_vias=28104
export IMPL_adder_share=0.638
export IMPL_stdcell_count=5516
export IMPL_antenna_found_initial=0
export IMPL_cpPeakStageDelay_ps=810
export IMPL_ctsHoldBuffers=0
export IMPL_max_slew_margin=0.483
export IMPL_grt_pass1_wl_mm=147
final cells by class:
| class | instances | area [um2] |
|---|---|---|
| multi-input cells | 2922 | 32800 |
| fillers | 9252 | 52700 |
| repair buffers | 230 | 2130 |
| inverters | 1110 | 4170 |
| well taps | 1254 | 1570 |
placed cells by master (no fill, tap or decap), types with 3 or more instances in the layout:
| cell type | Yosys | layout |
|---|---|---|
| a21o_1 | 14 | 14 |
| or2_2 | 5 | 5 |
| a221oi_1 | 3 | 3 |
| nand2b_1 | 7 | 7 |
| nor2b_1 | 13 | 13 |
| inv_1 | 1109 | 1109 |
| a41oi_1 | 3 | 3 |
| o21ai_1 | 5 | 5 |
| clkdlybuf4s50_1 | 0 | 162 |
| fa_1 | 940 | 940 |
| o211ai_1 | 4 | 4 |
| o21ai_0 | 25 | 25 |
| a31oi_1 | 6 | 6 |
| o31ai_1 | 7 | 7 |
| or3_1 | 5 | 5 |
| o21a_1 | 8 | 8 |
| a21boi_0 | 3 | 3 |
| or4_1 | 3 | 3 |
| nand3_1 | 11 | 11 |
| nand2_1 | 549 | 549 |
| and2_1 | 568 | 568 |
| o21ai_2 | 3 | 3 |
| and3_1 | 4 | 4 |
| nand4_1 | 3 | 3 |
| xor2_1 | 30 | 30 |
| nor3_1 | 18 | 18 |
| buf_4 | 0 | 68 |
| o21bai_1 | 12 | 12 |
| nor4b_1 | 4 | 4 |
| ha_1 | 418 | 418 |
| a21oi_1 | 68 | 68 |
| nor2_1 | 46 | 46 |
| xnor2_1 | 86 | 86 |
| o31a_1 | 4 | 4 |
per-stage QoR:
step            util  cell area (um2)
5_1_grt        0.435            40600
3_3_place_gp   0.435            40600
3_5_place_dp   0.435            40600
6_report       0.435            40600
2_1_floorplan      -            37700
4_1_cts        0.435            40600
logic make-up (layout without fill, tap and decap cells):
| group | count (synthesis) | in the layout |
|---|---|---|
| AND-OR/OR-AND | 195 | 195 |
| XOR/XNOR | 117 | 117 |
| adder cells (fa/ha/maj) | 1358 | 1358 |
| buffers and inverters | 1322 | 1340 |
| AND/OR/NAND/NOR | 1252 | 1252 |
per-layer routing:
metal  wire length [um]  track usage  vias to the layer above
met5                  0            0                        -
li1                   -            -                    12223
met4                939       0.0173                        0
met1              36800        0.301                    13281
met2              42700        0.341                      610
met3               4880       0.0455                       40
how the worst max path moves through the flow:
stage         slack (ps)        from  depth (start not counted)      end
CTS                 7620  twid_i[19]                         39  a_o[15]
global route        6830  twid_i[19]                         39  a_o[15]
finish              7730  twid_i[19]                         34  a_o[15]
