[design/flow/run.sh]
#!/bin/bash
# OpenROAD 26Q1-2900-gdf79404cd8, Yosys 0.63+post, stock flow scripts
make -C /OpenROAD-flow-scripts/flow DESIGN_CONFIG=/design/flow/config.mk WORK_HOME=/design/flow/orfs finish
[design/flow/config.mk]
export PLATFORM = sky130hd
export DESIGN_NAME = cordic_post_normalizer
export DESIGN_NICKNAME = cordic_post_normalizer
export VERILOG_FILES = /design/flow/design.v
export SDC_FILE = /design/flow/constraint.sdc
export NUM_CORES = 4
export LEC_CHECK = 1
export CORE_AREA = 10 10 97 97
export DIE_AREA = 0 0 107 107
[design/flow/constraint.sdc]
current_design cordic_post_normalizer

set clk_period 15.1
set clk_io_pct 0.2

create_clock -name clk0 -period $clk_period

set non_clock_inputs [all_inputs -no_clocks]
set_input_delay [expr $clk_period * $clk_io_pct] -clock clk0 $non_clock_inputs
set_output_delay [expr $clk_period * $clk_io_pct] -clock clk0 [all_outputs]
[design/flow/design.v]
`timescale 1ns/1ps
module cordic_post_normalizer (
    input  wire signed [15:0] x_cordic,
    input  wire signed [15:0] y_cordic,
    input  wire [1:0]         orig_angle_quadrant,
    input  wire signed [15:0] phi_std,
    output reg signed [15:0]  x_out,
    output reg signed [15:0]  y_out
);
    reg signed [17:0] x_temp;
    reg signed [17:0] y_temp;
    function signed [15:0] sat16;
        input signed [17:0] v;
        begin
            if (v > 18'sd32767)
                sat16 = 16'sd32767;
            else if (v < -18'sd32768)
                sat16 = -16'sd32768;
            else
                sat16 = v[15:0];
        end
    endfunction
    always @(*) begin
        x_temp = {{2{x_cordic[15]}}, x_cordic};
        y_temp = {{2{y_cordic[15]}}, y_cordic};
        case (orig_angle_quadrant)
            2'b00: begin
                x_temp = {{2{x_cordic[15]}}, x_cordic};
                y_temp = {{2{y_cordic[15]}}, y_cordic};
            end
            2'b01: begin
                x_temp = -{{2{y_cordic[15]}}, y_cordic};
                y_temp =  {{2{x_cordic[15]}}, x_cordic};
            end
            2'b10: begin
                x_temp = -{{2{x_cordic[15]}}, x_cordic};
                y_temp = -{{2{y_cordic[15]}}, y_cordic};
            end
            2'b11: begin
                x_temp =  {{2{y_cordic[15]}}, y_cordic};
                y_temp = -{{2{x_cordic[15]}}, x_cordic};
            end
        endcase
    end
    always @(*) begin
        x_out = sat16(x_temp);
        y_out = sat16(y_temp);
    end
endmodule
==> results.yml <==
# synthesis and place-and-route metrics
detailed_routing:
  diodes: 0
  dr.pass1.iters: 4
  drt-total-wl_mm: 6.55
  routed_via_density: 5.18
  wl_per_cell_um: 15.6
  via_count: 2171
  drt_iter0_drc: 145
  antenna_left: 0
  drc: 0
floorplanning:
  fp.dieW_um: 107
  io_pins: 82
  die_h_um: 107
  die-area_mm2: 0.0114
  fp_util_pct: 24.1
  core-area_mm2: 0.00729
  num_rows: 31
pwr:
  p_total_mw: 0.0783
  seq_power_share_pct: 0
  p_switching_mw: 0.0327
  power_density_mw_per_mm2: 31.7
  p_int_mw: 0.0455
  power_leakage_nw: 0.916
  ir_worst_vdd_v: 0.0000182
  sw_frac_of_total_pct: 41.8
  share_comb_of_total_power_pct: 100.0
  pwr-share-clk_pct: 0
clock_network:
  cts_resized: 0
  ctsHoldBuffers: 0
  post_cts_buffers: 0
setup_path:
  critPathMaxFanout: 15
  cp-start-kind: "input port"
  startpoint: "x_cordic[1]"
  critPathKind: "in -> out"
  end_kind: "output port"
  critical_path.endpoint: "y_out[7]"
  worst-endpoint-arrival_ns: 6.64
  crit_required_ns: 12.08
synth:
  aoi_share_pct: 33.4
  synthDistinctLibCells: 57
  synth-xor-area-share_pct: 11.0
  muxShareOfSynthArea_pct: 14.5
  yosys-stat-area_mm2: 0.00175
  synth_area_mm2: 0.00175
  avgSynthCellArea_um2: 6.43
  syn_inst: 273
  ys_warn_count: 1
  fa_ha_area_share_pct: 1.43
  ys_sh_simple_pct: 32.8
  ys_cells: 273
  ys_seq_share_pct: 0
  synthTopLogicFamily: "AND-OR/OR-AND gates"
placement:
  routabilityCongestion: 0.852
  portBuffers: 66
  dp_hpwl_mm: 5.06
layout:
  flop-count: 0
  synthToLayoutAreaGrowth_pct: 40.9
  nFillCells: 800
  final_core_util_pct: 33.9
  final_cell_mix: "clkdlybuf4s50_1, nand2_1, nor2_1, o21ai_0, xnor2_1"
  seq_area_um2: 0
  layout-drive-gt1-share_pct: 8.13
  logic_area_mm2: 0.00163
  n_clock_buffer: 0
  lay_top_count: "clkdlybuf4s50_1"
timing:
  period_used_pct: 64.0
  final-hold-violation-count: 0
  fmax_ghz: 0.104
  max-slew-margin-rel_pct: 45.2
  rsz0062_at_grt: "no"
  worstMarginPinSlew_ns: 0.814
  finalCriticalPeriod_ns: 9.66
  setup_viol: 0
  setup_tns_ns: 0
  slew_viol_final: 0
global_route:
  grt_pass1_vias: 2059
  grt_max_degree: 76
  antenna_found_initial: 0
  use_met1_pct: 15.2
  gr-total-overflow: 0
  grt_util_met2_pct: 18.3
  top_usage_layer: "met2"
  track_usage_pct: 11.1
  grt_use_met3_pct: 2.00
  grt_pass1_wl_mm: 10.6
run_status:
  status: "complete, no violations"
run:
  max_cap_violations: 0
  warnings: 48
worst_hold_path:
  hold_class: "in -> out"
-- cell usage after synthesis (2+ instances only) --
cell type	instances	share of area, %
nand2_1	44	9.4
nor2_1	18	3.9
o21ai_0	17	4.9
clkbuf_1	15	3.2
xnor2_1	14	7.0
mux2i_1	13	7.4
a21oi_1	11	3.1
nor3_1	10	2.9
xor2_1	8	4.0
a211oi_1	7	3.0
buf_1	7	1.5
mux2_2	7	4.5
nand2b_1	7	2.5
nand3_1	7	2.0
o31ai_1	6	2.6
or3_1	6	2.1
a221o_1	5	2.9
inv_1	5	1.1
nor4_1	5	1.8
o211ai_1	5	2.1
nor2b_1	3	1.1
o21ai_1	3	0.86
o41ai_1	3	1.5
or4_1	3	1.3
a21o_1	2	0.86
a31oi_1	2	0.71
a41oi_1	2	1.0
and2_1	2	0.71
and4_1	2	1.0
ha_1	2	1.4
mux4_2	2	2.6
o2111ai_1	2	1.0
o31a_1	2	1.0
or2_2	2	0.71
or3b_2	2	1.0
-- final cells by class --
type                            count  share of cell area, %
Tap cell                           99                   5.01
Multi-Input combinational cell    243                   66.0
Inverter                            6                  0.911
Timing Repair Buffer               71                   28.0
-- routing by layer --
| layer | share of wire [%] | vias to the layer above |
|---|---|---|
| met4 | 0.82 | 0 |
| met5 | 0 | - |
| met1 | 47 | 997 |
| met3 | 5.6 | 6 |
| met2 | 46 | 54 |
| li1 | - | 1114 |
-- worst min path at each step --
stage | from | to | slack, ns | depth (start not counted)
after CTS | x_cordic[0] | y_out[0] | 7.13 | 4
after global routing | x_cordic[0] | y_out[0] | 7.19 | 4
final | x_cordic[0] | y_out[0] | 7.14 | 4
-- power groups by stage --
stage	registers [mW]	logic (mW)	clock network (mW)
5_1_grt	0	0.0874	0
4_1_cts	0	0.0800	0
6_report	0	0.0783	0
-- worst max-delay path, stage by stage --
cell and delay, ns:
clkdlybuf4s50_1 0.49, inv_1 0.09, ha_1 0.21, or3b_2 0.57, or4_4 0.54, a221o_1 0.39
o31ai_4 0.68, a211oi_1 0.19, clkdlybuf4s50_1 0.47
-- cells by family (layout without fill, tap and decap cells) --
family / Yosys count / after routing
buffers and inverters: 30 / 77
and+or+nand+nor: 116 / 116
adders and majority gates: 2 / 2
AOI/OAI and AO/OA: 81 / 81
muxes: 22 / 22
xor gates and xnor gates: 22 / 22
-- through the flow --
stage / instance area, µm² / hold slack, ns / worst slack [ns] / cells
2_1_floorplan: 1750 / 6.10 / 6.84 / 273
3_3_place_gp: 2470 / 7.15 / 5.39 / 419
3_5_place_dp: 2470 / 7.12 / 5.40 / 419
4_1_cts: 2470 / 7.13 / 5.40 / 419
5_1_grt: 2470 / 7.19 / 5.21 / 419
6_report: 2470 / 7.14 / 5.44 / 419
Power figures rest on the tool's default switching activity, not on a simulated workload.
