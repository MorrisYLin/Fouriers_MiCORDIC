File: run.sh
#!/bin/bash
# OpenROAD 26Q1-2900-gdf79404cd8, Yosys 0.63+post, stock flow scripts
make -C /OpenROAD-flow-scripts/flow DESIGN_CONFIG=/design/flow/config.mk WORK_HOME=/design/flow/orfs finish
File: config.mk
export PLATFORM = sky130hd
export DESIGN_NAME = butterfly_cordic
export DESIGN_NICKNAME = butterfly_cordic
export VERILOG_FILES = /design/flow/design.v
export SDC_FILE = /design/flow/constraint.sdc
export NUM_CORES = 4
export LEC_CHECK = 1
export CORE_UTILIZATION = 50
File: constraint.sdc
current_design butterfly_cordic

set clk_period 18.9
set clk_io_pct 0.2

create_clock -name clk0 -period $clk_period [get_ports {clk_i}]

set non_clock_inputs [all_inputs -no_clocks]
set_input_delay [expr $clk_period * $clk_io_pct] -clock clk0 $non_clock_inputs
set_output_delay [expr $clk_period * $clk_io_pct] -clock clk0 [all_outputs]
File: design.v
module cordic_input_standardizer #(
    parameter FRAC_BITS = 15
    ) (
    input  signed [FRAC_BITS:0] x_in,        
    input  signed [FRAC_BITS:0] y_in,        
    input         [FRAC_BITS:0] theta_in,     
    output signed [FRAC_BITS:0] x_out,       
    output signed [FRAC_BITS:0] y_out,       
    output        [FRAC_BITS:0] theta_out    
);
    localparam integer FULL_TURN = 16'd32768;  
    localparam integer PI_HALF   = FULL_TURN/4;  
    localparam integer PI        = FULL_TURN/2;  
    localparam integer THREE_PI_HALF = 3*FULL_TURN/4;  
    localparam [15:0] ANG90  = 16'h4000;
    localparam [15:0] ANG180 = 16'h8000;
    localparam [15:0] ANG270 = 16'hC000;
    wire [FRAC_BITS:0] angle_norm = (theta_in == FULL_TURN) ? 16'd0 : theta_in;
    reg [1:0] q;
    reg [1:0] a_q;
    reg [FRAC_BITS:0] rem_angle;
    reg signed [FRAC_BITS:0] x_pr, y_pr;
    wire [1:0] vquad = { (y_in < 0), (x_in < 0) };   
    wire [1:0] aquad = theta_in[15:14];               
always @(*) begin
    case (aquad)
    2'd0: begin
        x_pr      = x_in;
        y_pr      = y_in;
        rem_angle = (theta_in);
    end
    2'd1: begin
        x_pr      =  y_in;
        y_pr      = -x_in;
        rem_angle = (theta_in) - ANG90;
    end
    2'd2: begin
        x_pr      = -x_in;
        y_pr      = -y_in;
        rem_angle = (theta_in) - ANG180;
    end
    2'd3: begin
        x_pr      = -y_in;
        y_pr      =  x_in;
        rem_angle = (theta_in) - ANG270;
    end
    endcase
end
    assign x_out = x_pr;
    assign y_out = y_pr;
    assign theta_out = rem_angle;
endmodule
`timescale 1ns / 1ps
module cordic_iteration(
    input  wire clk,
    input wire rst,
    input wire signed [15:0] x_in,
    input wire signed [15:0] y_in,
    input wire [15:0] phi,  
    output wire signed [15:0] x_out,
    output wire signed [15:0] y_out
    );
    wire signed [15:0] signed_phi = {1'b0, phi[14:0]};
    wire signed [15:0] phi_lut [0:7];
    assign phi_lut[0] = 16'sh2000;  
    assign phi_lut[1] = 16'sh12E4;  
    assign phi_lut[2] = 16'sh09F9;  
    assign phi_lut[3] = 16'sh0511;  
    assign phi_lut[4] = 16'sh028B;  
    assign phi_lut[5] = 16'sh0146;  
    assign phi_lut[6] = 16'sh00A3;  
    assign phi_lut[7] = 16'sh0052;  
    reg signed [16:0] current_angle;
    reg [2:0] n;
    reg [1:0] state;
    reg signed [16:0] x_temp; 
    reg signed [16:0] y_temp; 
    wire signed [15:0] angle_check;
    assign angle_check = phi_lut[n];
    reg signed [16:0] x_old;
    reg signed [16:0] y_old;
    wire signed [33:0] x_34bits;
    wire signed [33:0] y_34bits;
    assign x_34bits = (x_temp * 17'sh04DBA) >>> 15;
    assign y_34bits = (y_temp * 17'sh04DBA) >>> 15;
    assign x_out = x_34bits[15:0];
    assign y_out = y_34bits[15:0];
    assign rotate_left = ~(signed_phi > current_angle);
    reg done;
    always @(posedge clk) begin
        if (rst) begin
            n <= 3'b0;
            current_angle <= 17'sh0;
            state <= 2'b1;
            x_temp <= 17'sh0;
            y_temp <= 17'sh0;
            done <= 1'b0;
        end
        else begin
            case (state)
                2'd0: begin
                    x_temp <= x_in;
                    y_temp <= y_in;
                    if (!rst) begin
                        state <= 2'd1;
                    end
                end
                2'd1: begin
                    x_old = x_temp;
                    y_old = y_temp;
                    if (done == 0) begin
                        if (n == 0) begin
                            if (rotate_left) begin
                                x_temp <= x_in - (y_in >>> n);
                                y_temp <= y_in + (x_in >>> n);
                                current_angle <= current_angle - phi_lut[n];
                            end else begin
                                x_temp <= x_in + (y_in >>> n);
                                y_temp <= y_in - (x_in >>> n);
                                current_angle <= current_angle + phi_lut[n];
                            end
                        end else begin
                            if (rotate_left) begin
                                x_temp <= x_old - (y_old >>> n);
                                y_temp <= y_old + (x_old >>> n);
                                current_angle <= current_angle - phi_lut[n];
                            end else begin
                                x_temp <= x_old + (y_old >>> n);
                                y_temp <= y_old - (x_old >>> n);
                                current_angle <= current_angle + phi_lut[n];
                            end
                        end
                    end
                    if (n == 7) begin
                        current_angle <= 17'sh0;
                        done <= 1'b1;
                    end else begin
                        n <= n + 1;
                    end
                end
                2'd2: begin 
                    n <= 0;               
                    state <= 1'b0;
                    current_angle <= 17'sh0;
                end
            endcase    
        end
    end
endmodule
module butterfly_cordic #(
    parameter DATA_WIDTH = 16,
    parameter FRAC_BITS  = 15
) (
    input                               clk_i,
    input                                 rst_i,
    input         [FRAC_BITS:0]        twid_i,  
    input  signed [1:0][DATA_WIDTH-1:0]   a_i,  
    input  signed [1:0][DATA_WIDTH-1:0]   b_i,  
    output signed [1:0][DATA_WIDTH-1:0]   a_o,
    output signed [1:0][DATA_WIDTH-1:0]   b_o
);
    localparam MUL_W = 2 * DATA_WIDTH;
    wire signed [FRAC_BITS:0] normalized_twiddle;
    wire signed [1:0][DATA_WIDTH-1:0] normalized_b_i;
    cordic_input_standardizer s1 (
        .x_in(b_i[0]),
        .y_in(b_i[1]),
        .theta_in(twid_i),
        .x_out(normalized_b_i[0]),
        .y_out(normalized_b_i[1]),
        .theta_out(normalized_twiddle)
    );
    wire signed [DATA_WIDTH-1:0] b_rot_re;
    wire signed [DATA_WIDTH-1:0] b_rot_im;
    cordic_iteration c1 (
        .clk(clk_i),
        .rst(rst_i),
        .x_in(normalized_b_i[0]),
        .y_in(normalized_b_i[1]),
        .phi(normalized_twiddle),
        .x_out(b_rot_re),
        .y_out(b_rot_im)
    );
    wire signed [1:0][DATA_WIDTH:0] a_sum;
    wire signed [1:0][DATA_WIDTH:0] b_sum;
    assign a_sum[0] = a_i[0] + b_rot_re;
    assign a_sum[1] = a_i[1] + b_rot_im;
    assign b_sum[0] = a_i[0] - b_rot_re;
    assign b_sum[1] = a_i[1] - b_rot_im;
    assign a_o[0] = a_sum[0] [DATA_WIDTH:1];
    assign a_o[1] = a_sum[1] [DATA_WIDTH:1];
    assign b_o[0] = b_sum[0] [DATA_WIDTH:1];
    assign b_o[1] = b_sum[1] [DATA_WIDTH:1];
endmodule
==> ci_impl_report.md <==
## Implementation flow summary

| Metric | Value |
|---|---|
| Status | finished, final reports clean |
| Clk Latency, worst-skew pair | 0.33 ns |
| Ys async rst share | 0% |
| Worst-path clk slew | 0.09 ns |
| Crit share post-route | 67.0% |
| Max Freq | 79.0 MHz |
| Routed len/inst | 18.7 um |
| Die H | 221 um |
| Slew of the pin with the lowest slew margin | 1.04 ns |
| Tool warnings | 65 |
| Die area | 0.0489 mm^2 |
| Post-synth cell types | 107 |
| # Post-CTS Setup Buffers | 0 |
| Antenna cells | 0 |
| DP HPWL | 57900 um |
| Max-slew headroom | 29.5% |
| Layout cells sized above 1 | 3.63% |
| Clock Skews | 0.0195 ns |
| Global-route wire length before repair | 112000 um |
| Worst Setup Start Kind | flop |
| Crit path time final | 12.66 ns |
| # setup viols final | 0 |
| DP Area | 0.0260 mm^2 |
| Post-synth seq share | 4.58% |
| TritonCTS buffer count | 5 |
| Top cell area share | 19.7% |
| Clock Sinks | 55 |
| # fillers | 4366 |
| Post-synthesis cell count from yosys | 3054 |
| Synth warnings | 3 |
| Top cells by area | fa_1 20%, ha_1 19%, inv_1 8.9% |
| # H-tree levels | 2 |
| Core Footprint | 0.0470 mm^2 |
| Total wire length | 69700 um |
| # IOs | 146 |
| Design area | 0.0262 mm^2 |
| Die width | 221 um |
| DR iter-0 viols | 1310 |
| Aggregate global routing overflow | 0 |
| Initial antenna violation count | 0 |
| Crit-path max cell delay | 0.63 ns |
| WP data arrival | 8.88 ns |
| Reg2reg setup slack | 10.14 ns |
| Longest Clk Path Bufs | 2 |
| YS chip area | 0.0240 mm^2 |
| Ys flop type | dfxtp_1 |
| Average vias per placed instance | 5.69 |
| Placer congestion estimate | 0.998 |
| Post-Syn Area | 0.0240 mm^2 |
| Max-Cap Viols | 0 |
| Finished Layout Cells | 3724 |
| CTS tree | done |
| Dpl cells | 3716 |
| Synth Area per Inst | 7.87 um^2 |
| Crit Path Class | reg2out |
| Sum Neg Setup Slack | 0 ns |
| First-pass DRT Iterations | 7 |
| Vias in the first global route | 20.6k |
| FP Rows | 79 |
| # port buffers | 145 |
| Pre-Place Util | 51.2% |
| Syn-to-layout area delta | 8.95% |
| Cells after synthesis | 3054 |
| Hold-fix buffers, CTS | 0 |
| Flip-flops with a built-in enable | 0 |
| RSZ-0062 raised after global routing | no |
| CTS Root Cell | clkbuf_16 |
| Ys flops | 55 |
| Vias | 21.2k |
| Leading area contributor after synthesis | fa_1 |
| CP max-delay cell | dfxtp_1 |
| Max Slew Vio Count | 0 |
| Critical path fanouts, max | 9 |
| Crit. End Element | output port |
| Number of gates resized after CTS | 0 |
| Crit path top cell by count | fa_1 |
| CP Data Required Time | 15.12 ns |
| Gr usage total | 30.0% |
| Final worst slack | 6.24 ns |
| Residual DRC | 0 |
| Largest net degree at the start of global routing | 67 |
| Final ANT Viol Nets | 0 |
| Pre-CTS setup slack | 6.55 ns |
| Final hold vios | 0 |
| Hold crit path type | reg2reg |
## registers in the layout (all words and copies together) (netlist names)
register	flops
c1.y_temp	17
c1.done	1
c1.current_angle	17
c1.x_temp	17
c1.n	3
## through the flow
step | utilization [%] | hold WS, ns
floorplan | - | 0.449
global placement | 55.4 | 0.468
CTS | 55.7 | 0.486
detailed placement | 55.4 | 0.473
finish | 55.7 | 0.478
global route | 55.7 | 0.506
## cell type report
class	count	area (um^2)	share of cell area, %
tap	607	759	2.90
clock buffer	5	125	0.478
timing repair buffer	185	1740	6.65
sequential	55	1100	4.22
clock inverter	3	33.8	0.129
multi-input combinational	2294	20300	77.4
inverter	575	2160	8.25
## logic make-up after synthesis
| logic type | synth area share [%] |
|---|---|
| AND-OR/OR-AND | 19.7 |
| XOR/XNOR | 7.32 |
| adder cells (fa/ha/maj) | 39.0 |
| buffers and inverters | 11.2 |
| flip-flops | 4.58 |
| multiplexers | 2.82 |
| other | 0.0156 |
| AND/OR/NAND/NOR | 15.4 |
## path summary, 6_finish.rpt
| kind | from | end | cells after the start |
|---|---|---|---|
| max | c1.y_temp[8]$_SDFFE_PP0N_ | b_o[30] | 29 |
| min | c1.current_angle[9]$_SDFFE_PP0P_ | c1.current_angle[9]$_SDFFE_PP0P_ | 2 |
| max reg2reg | c1.n[0]$_SDFFE_PP0N_ | c1.x_temp[16]$_SDFFE_PP0N_ | 30 |
| min reg2reg | c1.current_angle[9]$_SDFFE_PP0P_ | c1.current_angle[9]$_SDFFE_PP0P_ | 2 |
## placed cells by master (no fill, tap or decap), drive strengths merged, types with 63 or more instances in the layout
cell type,Yosys,final
fa,236,236
xor2,66,66
clkdlybuf4s50,0,143
a21oi,185,185
xnor2,134,134
inv,572,573
nor2,203,203
ha,371,371
nor3,63,63
o21ai,115,115
nand2,184,184
## worst max-delay path, delay by kind of cell, from the launching register on
family	cells	cell delay, ns
adder cells (fa/ha/maj)	8	3.37
buffers and inverters	5	0.68
AND/OR/NAND/NOR	6	1.15
AND-OR/OR-AND	8	2.37
flip-flops	1	0.63
XOR/XNOR	1	0.16
multiplexers	1	0.22
## per-layer routing
layer / wire [um] / global-route usage (%) / up-vias
met5: 0 / 0 / -
met4: 2150 / 7.44 / 0
met3: 4940 / 6.18 / 105
met2: 30600 / 45.7 / 673
met1: 32000 / 44.7 / 9840
li1: - / - / 10600
## cells in the mapped netlist, types with 10 or more instances
master,instances
and3_1,22
or3_1,23
and2_1,17
o21bai_1,28
o31ai_1,14
buf_2,24
a21oi_1,184
a21o_1,36
nand4_1,22
nor4_1,19
o21ai_0,111
o41ai_1,10
or2_2,12
a31oi_1,29
a211o_1,12
a211oi_1,58
o311ai_0,10
clkbuf_1,78
ha_1,371
inv_1,572
nand2b_1,28
mux2i_1,35
xor2_1,66
buf_1,26
a21boi_0,13
fa_1,236
nor3_1,62
nor3b_1,17
nor2b_1,28
o211ai_1,30
nand3_1,49
or4_1,13
a311oi_1,15
a221oi_1,12
nor4b_1,11
o21a_1,18
dfxtp_1,55
nor2_1,203
xnor2_1,133
nand2_1,184
